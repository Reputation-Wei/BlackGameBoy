==> flow/run.sh <==
#!/bin/bash
# OpenROAD 26Q1-2900-gdf79404cd8, Yosys 0.63+post, stock flow scripts
make -C /OpenROAD-flow-scripts/flow DESIGN_CONFIG=/design/flow/config.mk WORK_HOME=/design/flow/orfs finish
==> flow/config.mk <==
export PLATFORM = sky130hd
export DESIGN_NAME = alu
export DESIGN_NICKNAME = alu
export VERILOG_FILES = /design/flow/design.v
export SDC_FILE = /design/flow/constraint.sdc
export NUM_CORES = 4
export LEC_CHECK = 1
export CORE_UTILIZATION = 40
==> flow/constraint.sdc <==
current_design alu

set clk_period 7.5
set clk_io_pct 0.2

create_clock -name clk0 -period $clk_period

set non_clock_inputs [all_inputs -no_clocks]
set_input_delay [expr $clk_period * $clk_io_pct] -clock clk0 $non_clock_inputs
set_output_delay [expr $clk_period * $clk_io_pct] -clock clk0 [all_outputs]
==> flow/design.v <==
module alu (
    input wire [7:0] a,           
    input wire [7:0] b,           
    input wire [4:0] op,          
    input wire carry_in,          
    output reg [7:0] result,      
    output reg Z_flag,            
    output reg N_flag,            
    output reg H_flag,            
    output reg C_flag             
);
    localparam ADD  = 5'b00000;    
    localparam ADC  = 5'b00001;    
    localparam SUB  = 5'b00010;    
    localparam SBC  = 5'b00011;    
    localparam AND  = 5'b00100;    
    localparam XOR  = 5'b00101;    
    localparam OR   = 5'b00110;    
    localparam CP   = 5'b00111;    
    localparam INC  = 5'b01000;    
    localparam DEC  = 5'b01001;    
    localparam RLC  = 5'b01010;    
    localparam RRC  = 5'b01011;    
    localparam RL   = 5'b01100;    
    localparam RR   = 5'b01101;    
    localparam SLA  = 5'b01110;    
    localparam SRA  = 5'b01111;    
    wire [8:0] add_result_ext;
    wire [8:0] adc_result_ext;
    wire [8:0] sub_result_ext;
    wire [8:0] sbc_result_ext;
    assign add_result_ext = {1'b0, a} + {1'b0, b};
    assign adc_result_ext = {1'b0, a} + {1'b0, b} + {8'b0, carry_in};
    assign sub_result_ext = {1'b0, a} - {1'b0, b};
    assign sbc_result_ext = {1'b0, a} - {1'b0, b} - {8'b0, carry_in};
    always @(*) begin
        result = 8'h00;
        Z_flag = 1'b0;
        N_flag = 1'b0;
        H_flag = 1'b0;
        C_flag = 1'b0;
        case (op)
            ADD: begin
                result = add_result_ext[7:0];
                Z_flag = (result == 8'h00);
                N_flag = 1'b0;
                H_flag = ((a & 4'hF) + (b & 4'hF)) > 4'hF;
                C_flag = add_result_ext[8];
            end
            ADC: begin
                result = adc_result_ext[7:0];
                Z_flag = (result == 8'h00);
                N_flag = 1'b0;
                H_flag = ((a & 4'hF) + (b & 4'hF) + carry_in) > 4'hF;
                C_flag = adc_result_ext[8];
            end
            SUB: begin
                result = sub_result_ext[7:0];
                Z_flag = (result == 8'h00);
                N_flag = 1'b1;
                H_flag = (a & 4'hF) < (b & 4'hF);
                C_flag = sub_result_ext[8];
            end
            SBC: begin
                result = sbc_result_ext[7:0];
                Z_flag = (result == 8'h00);
                N_flag = 1'b1;
                H_flag = (a & 4'hF) < ((b & 4'hF) + carry_in);
                C_flag = sbc_result_ext[8];
            end
            AND: begin
                result = a & b;
                Z_flag = (result == 8'h00);
                N_flag = 1'b0;
                H_flag = 1'b1;  
                C_flag = 1'b0;
            end
            XOR: begin
                result = a ^ b;
                Z_flag = (result == 8'h00);
                N_flag = 1'b0;
                H_flag = 1'b0;
                C_flag = 1'b0;
            end
            OR: begin
                result = a | b;
                Z_flag = (result == 8'h00);
                N_flag = 1'b0;
                H_flag = 1'b0;
                C_flag = 1'b0;
            end
            CP: begin
                result = a;  
                Z_flag = ((a - b) == 8'h00);
                N_flag = 1'b1;
                H_flag = (a & 4'hF) < (b & 4'hF);
                C_flag = (a < b);
            end
            INC: begin
                result = a + 1;
                Z_flag = (result == 8'h00);
                N_flag = 1'b0;
                H_flag = ((a & 4'hF) + 1) > 4'hF;
            end
            DEC: begin
                result = a - 1;
                Z_flag = (result == 8'h00);
                N_flag = 1'b1;
                H_flag = (a & 4'hF) == 4'h0;
            end
            RLC: begin
                result = {a[6:0], a[7]};
                Z_flag = (result == 8'h00);
                N_flag = 1'b0;
                H_flag = 1'b0;
                C_flag = a[7];
            end
            RRC: begin
                result = {a[0], a[7:1]};
                Z_flag = (result == 8'h00);
                N_flag = 1'b0;
                H_flag = 1'b0;
                C_flag = a[0];
            end
            RL: begin
                result = {a[6:0], carry_in};
                Z_flag = (result == 8'h00);
                N_flag = 1'b0;
                H_flag = 1'b0;
                C_flag = a[7];
            end
            RR: begin
                result = {carry_in, a[7:1]};
                Z_flag = (result == 8'h00);
                N_flag = 1'b0;
                H_flag = 1'b0;
                C_flag = a[0];
            end
            SLA: begin
                result = {a[6:0], 1'b0};
                Z_flag = (result == 8'h00);
                N_flag = 1'b0;
                H_flag = 1'b0;
                C_flag = a[7];
            end
            SRA: begin
                result = {a[7], a[7:1]};
                Z_flag = (result == 8'h00);
                N_flag = 1'b0;
                H_flag = 1'b0;
                C_flag = a[0];
            end
            default: begin
                result = 8'h00;
                Z_flag = 1'b1;
                N_flag = 1'b0;
                H_flag = 1'b0;
                C_flag = 1'b0;
            end
        endcase
    end
endmodule 
==> results.toml <==
# yosys + openroad results
[clock_network]
cts_resized = 0
cts_setup_buffers = 0
cts_hold_buffers = 0

[synth]
common_cells = "ha_1 (40), nor2_1 (39), nand2_1 (28), xnor2_1 (28), inv_1 (24)"
synth.avg_cell_area_um2 = 6.91
area_leaders = "ha_1 (17%), xnor2_1 (8.2%), nor2_1 (4.9%), a21oi_1 (3.9%), nand2_1 (3.5%)"
yosys_warnings = 1
ys_cells = 430
synth_cell_types = 76
yosys.cell_count.top_type = "ha_1"
synthesis.area_um2 = 2970
top_area_share_pct = 16.8
ys_seq_share_pct = 0
top_area_cell = "ha_1"
ys_area_um2 = 2970
synth_cells = 430

[run_status]
outcome = "completed"

[floorplanning]
fp.coreArea_um2 = 7210
fp.dieH_um = 88.2
num_rows = 31
die_area_um2 = 7780
die_x_um = 88.2
ioPinCount = 34
fp_util_pct = 41.2

[sta]
fin_crit_ns = 6.73
fmax_mhz = 149
timing.hold.ws_ns = 4.23
setup_viol = 0
slew_violations = 0
rsz0062_at_grt = "false"
slew_headroom_pct = 42.1
finalCritPeriodShare_pct = 89.7
tightest_slew_ns = 0.861
tns_ns = 0
hold_viol_final = 0

[drt]
via_per_inst = 6.37
drc = 0
diodes = 0
ant_nets = 0
route.vias.total = 3454
routed_wl_um = 11200
wire_per_inst_um = 20.7
dr.pass1.iters = 5
drt-initial-drc-count = 387

[final_layout]
comb_area_um2 = 2750
seq_cell_count = 0
syn_to_final_growth_pct = 13.0
flop_area_um2 = 0
stdcell_count = 542
fillCellCount = 754
final_util_pct = 46.5
drive_above_1_share_pct = 6.09
nClkBuffers = 0

[power_and_ir_drop]
total_power_uw = 256
p_comb_share_pct = 100.0
p_leak_uw = 0.00128
p_sw_share_pct = 59.6
ir_drop_uv = 36.6
pwr-share-seq_pct = 0
p_int_uw = 103
p_clk_share_pct = 0
power_density_nw_per_um2 = 76.2
p_switching_uw = 153

[grt]
grt_max_degree = 33
use_met2_pct = 45.7
grt_pass1_vias = 3124
grt_usage_pct = 30.8
grt-ovfl-total = 0
grt_busiest_layer = "met1"
use_met1_pct = 47.1
use_met3_pct = 4.73
grt_pass1_wl_um = 17800
antenna_found_initial = 0

[job]
tool_warnings = 54
max_cap_violations = 0

[setup_path]
crit_type = "input pin to output pin"
cp-start-kind = "input pin"
cp.required_ns = 6.00
end_kind = "output pin"
cp_max_fo = 8
arrival_ns = 5.23

[min_path]
holdPathStages = 5
hold_class = "input pin to output pin"

[placed_design]
gp_congestion = 1.01
placed_cells = 542
hpwl_um = 8930
port_buffers = 34
## critical path: stages
cell and delay, ns:
clkdlybuf4s50_1 0.62, inv_1 0.22, ha_1 0.30, fa_1 0.43, xnor2_1 0.44, and3_1 0.30
xor2_1 0.20, a32oi_1 0.12, or4_1 0.47, o311ai_1 0.11, clkdlybuf4s50_1 0.51
## routing by layer
metal	vias up	wire length [µm]
li1	1637	-
met1	1595	5130
met2	198	4820
met3	24	981
met4	0	309
met5	-	0
## power by group through the flow
stage         Clock, µW  Sequential, µW  Combinational [µW]
CTS                   0               0                 252
global route          0               0                 279
finish                0               0                 256
## through the flow
stage | cell area, µm² | setup WS (ns)
2_1_floorplan | 2970 | 2.16
3_3_place_gp | 3360 | 0.828
3_5_place_dp | 3360 | 0.852
4_1_cts | 3360 | 0.850
5_1_grt | 3360 | 0.625
6_report | 3360 | 0.770
## cells in the final DEF (no fill, tap or decap), drive strengths merged, types with 5 or more instances in the layout
master | netlist | final
nor4 | 8 | 8
buf | 13 | 6
nand2 | 29 | 29
inv | 26 | 26
ha | 40 | 40
o21ai | 18 | 18
o32ai | 5 | 5
o221ai | 5 | 5
a31oi | 7 | 7
nand4 | 11 | 11
or3 | 6 | 6
clkdlybuf4s50 | 0 | 34
mux2i | 7 | 7
a21oi | 24 | 24
a21o | 5 | 5
xnor2 | 30 | 30
a211oi | 6 | 6
nand3 | 19 | 19
nor2b | 5 | 5
xor2 | 10 | 10
o31ai | 6 | 6
o22ai | 9 | 9
nand2b | 5 | 5
nor2 | 40 | 40
nor3 | 21 | 21
## cells by family (layout without fill, tap and decap cells)
family                     after synthesis  in the layout  share of synthesized area [%]
AOI/OAI and AO/OA                      117            117                           28.1
xor gates and xnor gates                40             40                           12.5
adders and majority gates               42             42                           18.2
buffers and inverters                   54             67                           7.58
muxes                                   10             10                           3.87
and+or+nand+nor                        167            167                           29.7
## final timing paths
check                 from         to  slack, ns
worst max-delay path  a[0]     Z_flag       0.77
worst min-delay path  a[2]  result[3]       4.23
## layout make-up
class                           instances  area share (%)
Multi-Input combinational cell        376            81.8
Timing Repair Buffer                   40            11.5
Tap cell                               99            3.69
Inverter                               27            3.02
Power is estimated from default activity; no workload was simulated.
