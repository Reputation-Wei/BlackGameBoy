**./design.v**
```verilog
module registers (
    input wire clk,
    input wire rst_n,
    input wire [2:0] reg_addr,     
    input wire [7:0] data_in,      
    input wire write_en,           
    output reg [7:0] data_out,     
    input wire [1:0] reg_pair,     
    input wire [15:0] pair_data_in, 
    input wire pair_write_en,      
    output reg [15:0] pair_data_out 
);
    reg [7:0] regs [0:7];   
    always @(posedge clk or negedge rst_n) begin
        if (!rst_n) begin
            regs[0] <= 8'h00;   
            regs[1] <= 8'h00;   
            regs[2] <= 8'h00;   
            regs[3] <= 8'h00;   
            regs[4] <= 8'h00;   
            regs[5] <= 8'h00;   
            regs[6] <= 8'h00;   
            regs[7] <= 8'h00;   
        end else if (write_en) begin
            regs[reg_addr] <= data_in;
        end
    end
    always @(*) begin
        data_out = regs[reg_addr];
    end
    always @(posedge clk or negedge rst_n) begin
        if (!rst_n) begin
            pair_data_out <= 16'h0000;
        end else if (pair_write_en) begin
            case (reg_pair)
                2'b00: begin   
                    regs[1] <= pair_data_in[15:8];
                    regs[2] <= pair_data_in[7:0];
                end
                2'b01: begin   
                    regs[3] <= pair_data_in[15:8];
                    regs[4] <= pair_data_in[7:0];
                end
                2'b10: begin   
                    regs[5] <= pair_data_in[15:8];
                    regs[6] <= pair_data_in[7:0];
                end
                2'b11: begin   
                    regs[0] <= pair_data_in[15:8];
                    regs[7] <= pair_data_in[7:0];
                end
            endcase
        end
    end
    always @(*) begin
        case (reg_pair)
            2'b00: pair_data_out = {regs[1], regs[2]};   
            2'b01: pair_data_out = {regs[3], regs[4]};   
            2'b10: pair_data_out = {regs[5], regs[6]};   
            2'b11: pair_data_out = {regs[0], regs[7]};   
        endcase
    end
endmodule 
```
**./run.sh**
```bash
#!/bin/bash
# OpenROAD 26Q1-2900-gdf79404cd8, Yosys 0.63+post, stock flow scripts
make -C /OpenROAD-flow-scripts/flow DESIGN_CONFIG=/design/flow/config.mk WORK_HOME=/design/flow/orfs finish
```
**./config.mk**
```make
export PLATFORM = sky130hd
export DESIGN_NAME = registers
export DESIGN_NICKNAME = registers
export VERILOG_FILES = /design/flow/design.v
export SDC_FILE = /design/flow/constraint.sdc
export NUM_CORES = 4
export LEC_CHECK = 1
export CORE_UTILIZATION = 30
```
**./constraint.sdc**
```tcl
current_design registers

set clk_period 1.8
set clk_io_pct 0.2

create_clock -name clk0 -period $clk_period [get_ports {clk}]

set non_clock_inputs [all_inputs -no_clocks]
set_input_delay [expr $clk_period * $clk_io_pct] -clock clk0 $non_clock_inputs
set_output_delay [expr $clk_period * $clk_io_pct] -clock clk0 [all_outputs]
```
==> impl_metrics.sql <==
-- generated from flow reports
INSERT INTO impl_metrics (metric_group, metric, value, unit) VALUES
('synthesis', 'numSynthFlops', '128', ''),
('synthesis', 'yosys.cell_types.count', '29', ''),
('run_status', 'flow.stopped_at', '1_2_yosys', ''),
('synthesis', 'yosysChipArea', '5130', 'sq um'),
('synthesis', 'ys_seq_share', '68.6', '%'),
('synthesis', 'ys_cells', '297', ''),
('run_status', 'outcome', 'aborted with a tool error', ''),
('run_status', 'first-error', 'ERROR: Found 64 problems in ''check -assert''.', ''),
('synthesis', 'synth_warnings', '2', '');
==> cells by family after synthesis <==
family                 Yosys count  synth area share, %
AND/OR/NAND/NOR                 27                 4.29
flip-flops                     128                 68.6
multiplexers                    88                 19.3
other                            1               0.0731
buffers and inverters           29                 4.17
AND-OR/OR-AND                   24                 3.51
==> synthesized netlist by cell type (all sizes together) <==
cell type / instances / share of area [%]
nand2: 3 / 0.27
nor2: 3 / 0.27
edfxtp: 64 / 37
mux2i: 24 / 4.7
nor3b: 9 / 1.5
buf: 26 / 3.9
dfrtp: 64 / 31
nand4: 1 / 0.24
clkbuf: 2 / 0.15
nand2b: 2 / 0.39
conb: 1 / 0.073
nand3: 1 / 0.097
o22ai: 8 / 0.98
a211oi: 8 / 1.2
or2: 2 / 0.24
inv: 1 / 0.073
mux2: 64 / 15
o22a: 8 / 1.4
nand4b: 1 / 0.29
or3: 1 / 0.12
nor3: 4 / 0.83
