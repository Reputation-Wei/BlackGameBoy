$ cat design/flow/constraint.sdc
current_design ssegcontrol

set clk_period 4.2
set clk_io_pct 0.2

create_clock -name clk0 -period $clk_period [get_ports {clk}]

set non_clock_inputs [all_inputs -no_clocks]
set_input_delay [expr $clk_period * $clk_io_pct] -clock clk0 $non_clock_inputs
set_output_delay [expr $clk_period * $clk_io_pct] -clock clk0 [all_outputs]
$ cat design/flow/design.v
`timescale 1ns / 1ps
module ssegcontrol(
input [15:0]B, 
input clk,
output reg [6:0]seg_cat, 
output reg  [3:0]seg_an
);
reg [15:0]counter=16'b0;
always @(posedge clk) begin
 counter <= counter +1;
 end
wire [3:0]Y;
wire [3:0] I0,I1,I2,I3;
assign I0 = B[3:0];
assign I1 = B[7:4];
assign I2 = B[11:8];
assign I3 = B[15:12];
assign Y =counter[14]?(counter[15]?I3:I1):(counter[15]?I2:I0);
       always@(*)
       begin 
       case(counter[15:14])
       2'b00: seg_an <= 4'b1110;
       2'b01: seg_an <= 4'b1101;
       2'b10: seg_an <= 4'b1011;
       2'b11: seg_an <= 4'b0111;
       default: seg_an <= 4'b1111;  
       endcase
       end
always @(*)begin
case(Y)
4'b0000:seg_cat<=7'b1000000;
4'b0001:seg_cat<=7'b1111001;
4'b0010:seg_cat<=7'b0100100;
4'b0011:seg_cat<=7'b0110000;
4'b0100:seg_cat<=7'b0011001;
4'b0101:seg_cat<=7'b0010010;
4'b0110:seg_cat<=7'b0000010;
4'b0111:seg_cat<=7'b1111000;
4'b1000:seg_cat<=7'b0000000;
4'b1001:seg_cat<=7'b0010000;
default: seg_cat<=7'b1111111;
endcase
end
endmodule
$ cat design/flow/run.sh
#!/bin/bash
# OpenROAD 26Q1-2900-gdf79404cd8, Yosys 0.63+post, stock flow scripts
make -C /OpenROAD-flow-scripts/flow DESIGN_CONFIG=/design/flow/config.mk WORK_HOME=/design/flow/orfs finish
$ cat design/flow/config.mk
export PLATFORM = sky130hd
export DESIGN_NAME = ssegcontrol
export DESIGN_NICKNAME = ssegcontrol
export VERILOG_FILES = /design/flow/design.v
export SDC_FILE = /design/flow/constraint.sdc
export NUM_CORES = 4
export LEC_CHECK = 1
export CORE_AREA = 10 10 77 77
export DIE_AREA = 0 0 87 87
==> results.json <==
{
  "maxCapViolations": 0,
  "first_global_vias": 668,
  "ys_sh_aoi_pct": 6.43,
  "ys_sh_adder_pct": 8.04,
  "r2r-start": "counter[0]",
  "cts_resized": 0,
  "cp-end-kind": "primary output",
  "hpwl_um": 1580,
  "xor_share_pct": 13.1,
  "die_h_um": 87,
  "warning_count": 29,
  "start_kind": "input pin",
  "top_register": "counter",
  "mux_area_share_pct": 14.2,
  "grt_antenna_before_repair": 0,
  "post_cts.repair.setup_buffers": 0,
  "grt.total_usage_pct": 4.96,
  "vias": 713,
  "clock_latency_ns": 0.24,
  "htreeDepth": 1,
  "irDropWorstVdd_v": 0.000264,
  "dieArea_um2": 7570,
  "first_pass_iters": 3,
  "io_buffers": 27,
  "fp_util_pct": 21.4,
  "logic_family": "simple AND/OR/NAND/NOR gates",
  "grt_pass1_wl_um": 3090,
  "row_count": 24,
  "antenna-diode-count": 0,
  "fin_crit_ns": 3.76,
  "worstSetupStartpoint": "B[8]",
  "setup_tns_ns": 0,
  "synth_seq_share_pct": 34.3,
  "fin_crit_sh_pct": 89.5,
  "postSynthAreaPerCell_um2": 10.1,
  "via_per_inst": 4.15,
  "required_ns": 3.36,
  "cts_buffer_depth": 2,
  "grt_max_degree": 12,
  "die_w_um": 87,
  "regToRegEndpoint": "counter[14]",
  "report.power.total_mw": 0.329,
  "drt-total-wl_um": 1920,
  "ff2ff_setup_slack_ns": 2.83,
  "top_regs": "counter (16)",
  "post_drt_wl_per_cell_um": 11.2,
  "path_clk_slew_ns": 0.06,
  "yosysWarnings": 1,
  "slew_violations": 0,
  "io-pin-count": 28,
  "yosys.cell_types.count": 30,
  "ys_chip_area_um2": 933,
  "syn_inst": 92,
  "gp_congestion": 0.782,
  "nFillCells": 441,
  "fin_util_pct": 29.7,
  "clock_skew_ns": 0.00502,
  "cts_made_buffers": 3,
  "hold_path_class": "register to register",
  "finalHoldViolations": 0,
  "endpoint": "seg_cat[3]",
  "worstMarginPinSlew_ns": 0.476,
  "fmax_mhz": 266,
  "cts-root-buf": "clkbuf_8",
  "layout-drive-gt1-share_pct": 10.8,
  "cp.arrival_ns": 2.92,
  "overflow": 0,
  "ys.flops": 16,
  "rsz0062_at_grt": "false",
  "status": "completed",
  "largest_reg_flops": 16,
  "ctsHoldBuffers": 0,
  "placed_cell_area_um2": 1240,
  "crit_fanout": 4,
  "critPathKind": "input pin to primary output",
  "area_growth_pct": 38.6,
  "ant_nets": 0,
  "core_area_um2": 4350,
  "ys_sh_simple_pct": 18.2,
  "rr_worst_depth": 4,
  "clock_sinks": 16,
  "ys_cells": 92,
  "max_slew_margin_pct": 68.2,
  "power.leakage_nw": 0.455,
  "synth_area_um2": 933,
  "drtIter0Drc": 16,
  "cts_tree": "built",
  "setup_viol": 0,
  "powerDensity_nw_per_um2": 255,
  "route.detailed.drc": 0,
  "design_area_um2": 1290
}
==> layout make-up <==
cell class | instances | area, um^2 | area share, %
inverters | 6 | 22.5 | 1.74
multi-input cells | 67 | 561 | 43.3
flip-flops and latches | 16 | 320 | 24.8
repair buffers | 27 | 270 | 20.9
clock buffers | 4 | 55.1 | 4.26
well taps | 52 | 65.1 | 5.03
==> synth_stat cells <==
library cell	n	area [um^2]
xnor2_1	11	96.3
nand3_1	6	30.0
a21oi_2	1	8.76
ha_1	6	75.1
mux2_2	1	11.3
mux2i_1	5	50.1
and4_1	3	26.3
nor3_4	1	16.3
a21oi_1	4	20.0
inv_1	5	18.8
and3_1	1	6.26
buf_4	1	7.51
xor2_1	3	26.3
mux4_1	1	26.3
dfxtp_1	16	320
nand2_2	1	6.26
buf_6	2	22.5
o21ai_0	1	5.00
nand2b_1	2	12.5
clkinv_1	1	3.75
nand4_1	3	18.8
o21ai_2	1	8.76
o21ai_1	1	5.00
nor2_1	4	15.0
or2_2	1	6.26
a22oi_2	1	12.5
or2b_1	1	7.51
nand2_1	5	18.8
mux4_2	2	45.0
nor4_1	1	6.26
==> cell families (layout without fill, tap and decap cells) <==
group,after synthesis,count (layout)
AND-OR/OR-AND,9,9
XOR/XNOR,14,14
multiplexers,9,9
AND/OR/NAND/NOR,29,29
flip-flops,16,16
buffers and inverters,9,37
adder cells (fa/ha/maj),6,6
==> worst max-delay path: stages <==
cell and delay, ns:
clkdlybuf4s50_1 0.38, mux4_1 0.58, inv_1 0.14, ha_1 0.25, nand2_2 0.07, o21ai_2 0.06
a21oi_2 0.13, clkdlybuf4s50_1 0.47
==> layout by cell type, fill, tap and decap left out, types with 2 or more instances in the layout <==
master	netlist	layout
mux2i_1	5	5
dfxtp_1	16	16
and4_1	3	3
nand4_1	3	3
nand3_1	6	6
nand2_1	5	5
xor2_1	3	3
clkbuf_8	0	4
nand2b_1	2	2
ha_1	6	6
xnor2_1	11	11
a21oi_1	4	4
inv_1	5	5
mux4_2	2	2
clkdlybuf4s50_1	0	27
nor2_1	4	4
==> how the worst min path moves through the flow <==
stage,from,to,slack (ns),depth (start not counted)
global route,counter[0],counter[0],0.45,1
CTS,counter[0],counter[0],0.43,1
finish,counter[0],counter[0],0.44,1
==> power breakdown <==
group | switching, mW | internal, mW | total (mW)
clock | 0.0481 | 0.0830 | 0.131
combinational | 0.0149 | 0.0316 | 0.0465
sequential | 0 | 0.152 | 0.152
total | 0.0630 | 0.266 | 0.329
==> through the flow <==
step	std cells	worst slack [ns]	hold WS, ns
global placement	168	0.435	0.414
detailed placement	168	0.419	0.415
finish	172	0.441	0.436
global route	172	0.296	0.451
floorplan	92	1.41	0.391
CTS	172	0.419	0.433
==> layer usage <==
layer  part of all wire (%)  global-route usage (%)  up-vias
li1                       -                       -      378
met1                     48                    6.88      310
met2                     42                    7.46       23
met3                     10                    2.08        2
met4                   0.26                   0.147        0
met5                      0                       0        -
Power and IR drop assume default switching activity.
